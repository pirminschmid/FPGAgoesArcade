### flow/run.sh
#!/bin/bash
# OpenROAD 26Q1-2900-gdf79404cd8, Yosys 0.63+post, stock flow scripts
make -C /OpenROAD-flow-scripts/flow DESIGN_CONFIG=/design/flow/config.mk WORK_HOME=/design/flow/orfs finish
### flow/config.mk
export PLATFORM = sky130hd
export DESIGN_NAME = clockdiv
export DESIGN_NICKNAME = clockdiv
export VERILOG_FILES = /design/flow/design.v
export SDC_FILE = /design/flow/constraint.sdc
export NUM_CORES = 4
export LEC_CHECK = 1
export CORE_UTILIZATION = 30
### flow/constraint.sdc
current_design clockdiv

set clk_period 5.8
set clk_io_pct 0.2

create_clock -name clk0 -period $clk_period [get_ports {clk}]

set non_clock_inputs [all_inputs -no_clocks]
set_input_delay [expr $clk_period * $clk_io_pct] -clock clk0 $non_clock_inputs
set_output_delay [expr $clk_period * $clk_io_pct] -clock clk0 [all_outputs]
### flow/design.v
module clockdiv(
    input clk,
    input rst,
    input debugMode,
    output clk_en
    );
    reg [1:0] clk_count;
    always @ (posedge clk, posedge rst)
    begin
        if (rst) clk_count <= 0;
        else
            clk_count <= clk_count+1'b1;
    end
    localparam [26:0] debug_clk_start = 27'b101_0000_0101_0000_1111_0111_1111;
    reg [26:0] debug_clk_count;
    always @ (posedge clk, posedge rst)
    begin
        if (rst) debug_clk_count <= debug_clk_start;
        else begin
            debug_clk_count <= debug_clk_count + 1'b1;
            if ( ~(|debug_clk_count) )
                debug_clk_count <= debug_clk_start;
        end
    end
    assign clk_en = debugMode ? &debug_clk_count : &clk_count;
endmodule
==> run summary <==
PortBufs -> 3
Cell type with the largest total area -> dfstp_2
Outcome -> completed
Final TNS setup -> 0 ns
Setup WS pre-CTS -> 2.32 ns
Remaining global-route overflow -> 0
Met2 Wirelength -> 1.25 mm
Worst R2R End -> debug_clk_count[26]
Pre-Repair DR Iteration Count -> 6
Number of global-route vias before repair -> 1,023
Row count -> 25
FF-to-FF Start -> debug_clk_count[0]
Reg clk slew, reported paths -> 0.05 ns
Detail Route Antenna Nets -> 0
Die W -> 73.0 um
Post-synthesis cell count -> 143
DRT iter0 DRCs -> 48
Hold buffer count at CTS -> 0
Die Area -> 0.00533 mm^2
Antenna diode count -> 0
Top Layout Cells -> dfstp_2 (15), dfrtp_1 (14), nand2_1 (13)
Leak pwr -> 0.676 nW
Largest net degree at the start of global routing -> 21
End-of-flow core utilization -> 0.352
Hold_ws -> 0.427 ns
Fmax -> 0.273 GHz
Routed wl met3 -> 77 um
Crit path max-delay cell type -> dfstp_2
Critical Path Source Type -> register
Cell area leaders -> dfstp_2 (26%), dfrtp_1 (23%), xor2_1 (5.8%)
Max layer used -> met4
Gate power share -> 0.015
Yosys Instances -> 143
Clock group share of total power -> 0.435
Crit path capture -> clk_en
Via count -> 1,038
Peak supply drop -> 78.6 uV
Cts bufs inserted -> 5
Cell depth of the worst flop-to-flop path -> 5
Critical-path cell list -> ha_1 > nand4_1 > nor4_1 > nand4_1 > o21ai_0 > clkdlybuf4s50_1
Most used cell, CP -> nand4_1
Critical Path RT -> 4.64 ns
Fin. Hold Viols -> 0
Cell Type Count -> 36
Hold crit path type -> reg -> reg
CTS tree -> done
DRC viols -> 0
Clock sinks -> 29
Antenna violations before repair -> 0
Layout cells sized above 1 -> 0.215
I/O pin cnt -> 4
Post-CTS Setup Bufs -> 0
Int Power -> 0.298 mW
Nature of the critical path endpoint -> primary output
Final period utilization -> 0.632
Post-Syn Area -> 0.00151 mm^2
CP startpoint -> debug_clk_count[0]
Crit-path max FO -> 5
Setup CP Type -> reg -> out
Routability cong. -> 0.773
FP Core Util -> 0.316
Synth Seq Share -> 0.493
Clock skew -> 0.00584 ns
Vias per cell -> 4.81
Count of library flops with an enable pin -> 0
Worst-Skew Late Latency -> 0.27 ns
Clock Tree Buf Depth -> 2
RSZ-0062 raised after global routing -> no
Die H -> 73.0 um
Asr flop ratio synth -> 1.00
Total wire length -> 2.74 mm
MaxCap Viol Count -> 0
P&R area growth vs syn -> 11.6%
Top FF cell, synth -> dfstp_2
Slew HR -> 0.663
Psw -> 0.0708 mW
Final setup viols -> 0
Routed len/inst -> 12.7 um
OpenROAD warning count -> 26
Setup ws final -> 2.13 ns
Sequential Power Share -> 0.550
Slew @ Worst Pin -> 0.500 ns
Area leader share -> 0.261
CP peak stage delay -> 0.56 ns
Syn_area_per_cell -> 10.6 um^2
DP HPWL -> 1.90 mm
Sw frac -> 0.192
Overall routing resource usage -> 0.114
Post-CTS Resized -> 0
Core ar. -> 0.00479 mm^2
Arr. time, crit path -> 2.51 ns
R2R Setup Slk -> 3.93 ns
Final min period -> 3.67 ns
Yosys warning tally -> 1
WL met1 -> 1.36 mm
Most numerous logic cell after layout -> dfstp_2
Yosys stat area -> 0.00151 mm^2
First-pass GRT wire length -> 4.65 mm
Synth flops -> 29
Slew Limit Fails -> 0
Power per cell area -> 219 mW/mm^2
CTS root buffer -> clkbuf_8
H-Tree Depth -> 2
## Yosys cell counts, types with 2 or more instances
| cell | instances |
|---|---|
| buf_4 | 3 |
| nand4_1 | 9 |
| inv_1 | 10 |
| and4_1 | 4 |
| nor4_1 | 6 |
| o21ai_0 | 6 |
| ha_1 | 3 |
| nand2_1 | 13 |
| dfstp_2 | 15 |
| xor2_1 | 10 |
| nand3_1 | 11 |
| a31oi_1 | 2 |
| nor3_1 | 5 |
| nor2_1 | 3 |
| xnor2_1 | 8 |
| dfrtp_1 | 14 |
| or3_1 | 2 |
## area by class of cell
class,count,area (um^2)
multi-input cells,99,697
well taps,67,83.8
inverters,10,37.5
clock buffers,7,86.3
fillers,459,3100
repair buffers,4,37.5
flip-flops and latches,29,744
## power by group through the flow
stage | logic [mW] | registers (mW) | clock network, mW
CTS | 0.00597 | 0.203 | 0.167
finish | 0.00562 | 0.203 | 0.161
global route | 0.00656 | 0.203 | 0.176
## layer usage
layer  track usage  vias up
met3        0.0308        5
met2         0.176       10
li1              -      518
met1         0.166      505
met4        0.0218        0
met5             0        -
## logic make-up (layout without fill, tap and decap cells)
group                      after synthesis  count (layout)  synth area share
adders and majority gates                3               3            0.0248
buffers and inverters                   15              21            0.0464
and+or+nand+nor                         66              66             0.276
xor gates and xnor gates                18              18             0.104
AOI/OAI and AO/OA                       11              11            0.0455
muxes                                    1               1           0.00993
DFF                                     29              29             0.493
## worst min-delay path by stage
stage	cells past startpoint	start	to
4_1_cts	1	clk_count[0]	clk_count[0]
5_1_grt	1	clk_count[1]	clk_count[1]
6_report	1	clk_count[0]	clk_count[0]
## through the flow
step | cells | power, mW | cell area [um^2]
2_1_floorplan | 143 | 0.209 | 1510
3_3_place_gp | 209 | 0.212 | 1600
3_5_place_dp | 209 | 0.212 | 1600
4_1_cts | 216 | 0.376 | 1690
5_1_grt | 216 | 0.385 | 1690
6_report | 216 | 0.369 | 1690
## worst max-delay path: cells and delay by family (launching register included)
family,cells,cell delay (ns)
flip-flops,1,0.56
adder cells (fa/ha/maj),1,0.22
AND/OR/NAND/NOR,3,0.87
AND-OR/OR-AND,1,0.09
buffers and inverters,1,0.49
## state kept, by name (all words and copies together), names as in the netlist
name and flops:
clk_count 2, debug_clk_count 27
Power figures rest on the tool's default switching activity, not on a simulated workload.
