===== flow/design.v =====
`timescale 1ns / 1ps
module Input(
    input CLK,  
    input RST,
    input [1:0] opCode,
    input leftButton,
    input rightButton,
    input writeEnable,
    input [31:0] data,
    output [31:0] delta
    );
    localparam [1:0] INPUT_OPCODE_NONE = 2'b00;
    localparam [1:0] INPUT_OPCODE_DX   = 2'b01;
    localparam [1:0] INPUT_OPCODE_DY   = 2'b10;
    reg [31:0] xDelta;
    reg [31:0] yDelta;
    wire internal_clock;
    reg [22:0] clk_count;
    always @ (posedge CLK, posedge RST)
    begin
        if (RST) clk_count <= 0;
        else
            clk_count <= clk_count+1'b1;
    end
    assign internal_clock = &clk_count;
    always @ (posedge CLK, posedge RST)
    begin
        if ( RST ) begin
            xDelta <= 32'h0;
            yDelta <= 32'h0;
        end
        else if ( writeEnable ) begin
            case ( opCode )
                INPUT_OPCODE_DX : xDelta <= data;
                INPUT_OPCODE_DY : yDelta <= data;
            endcase
        end
        else if ( internal_clock ) begin
            if (leftButton) begin 
                if (xDelta[1:0] === 2'b01) begin
                    xDelta <= 32'h0;
                    yDelta <= 32'hffffffff;
                end
                else if (xDelta[1:0] === 2'b11) begin
                    xDelta <= 32'h0;
                    yDelta <= 32'h1;
                end
                else if (yDelta[1:0] === 2'b01) begin
                    xDelta <= 32'h1;
                    yDelta <= 32'h0;
                end
                else if (yDelta[1:0] === 2'b11) begin
                    xDelta <= 32'hffffffff;
                    yDelta <= 32'h0;
                end
            end
            else if (rightButton) begin
                if (xDelta[1:0] === 2'b11) begin
                    xDelta <= 32'h0;
                    yDelta <= 32'hffffffff;
                end
                else if (xDelta[1:0] === 2'b01) begin
                    xDelta <= 32'h0;
                    yDelta <= 32'h1;
                end
                else if (yDelta[1:0] === 2'b11) begin
                    xDelta <= 32'h1;
                    yDelta <= 32'h0;
                end
                else if (yDelta[1:0] === 2'b01) begin
                    xDelta <= 32'hffffffff;
                    yDelta <= 32'h0;
                end
            end
        end
    end
    assign delta = (opCode === INPUT_OPCODE_DX) ? xDelta :
                        (opCode === INPUT_OPCODE_DY) ? yDelta :
                       32'h0;
endmodule

===== flow/run.sh =====
#!/bin/bash
# OpenROAD 26Q1-2900-gdf79404cd8, Yosys 0.63+post, stock flow scripts
make -C /OpenROAD-flow-scripts/flow DESIGN_CONFIG=/design/flow/config.mk WORK_HOME=/design/flow/orfs finish

===== flow/config.mk =====
export PLATFORM = sky130hd
export DESIGN_NAME = Input
export DESIGN_NICKNAME = Input
export VERILOG_FILES = /design/flow/design.v
export SDC_FILE = /design/flow/constraint.sdc
export NUM_CORES = 4
export LEC_CHECK = 1
export CORE_UTILIZATION = 30

===== flow/constraint.sdc =====
current_design Input

set clk_period 4.5
set clk_io_pct 0.2

create_clock -name clk0 -period $clk_period [get_ports {CLK}]

set non_clock_inputs [all_inputs -no_clocks]
set_input_delay [expr $clk_period * $clk_io_pct] -clock clk0 $non_clock_inputs
set_output_delay [expr $clk_period * $clk_io_pct] -clock clk0 [all_outputs]

==> results.yml <==
# synthesis and place-and-route metrics
route:
  vias_per_cell: 5.148
  drtPass1Iterations: 6
  drt_wl_total_mm: 10.15
  drc: 0
  ant_nets: 0
  antenna_cells: 0
  wl_per_cell_um: 16.86
  dr_total_vias: 3099
  drtIter0Drc: 213
placed_design:
  port_buffers: 70
  placed_cells: 586
  gp_congestion: 0.7831
  dpl.hpwl_mm: 6.245
run_status:
  outcome: "complete, no violations"
min_path:
  hp-class: "flop to flop"
floorplanning:
  die_width_um: 117.4
  ioPinCount: 71
  fp.dieH_um: 117.4
  rows: 41
  coreArea_um2: 12770
  fp_util: 0.3126
  dieArea_um2: 13770
yosys:
  syn-instance-count: 364
  yosysCellCount: 364
  most_common_cell: "dfrtp_1"
  mux_area_frac: 0
  top_cells_by_count: "dfrtp_1, nor2_1, a21oi_1"
  ys.flop_type: "dfrtp_1"
  ys.flops: 87
  ys_sh_xor: 0.05045
  yosysSeqAreaShare: 0.5453
  yosysWarnings: 1
  top_cells_by_area: "dfrtp_1, o221a_2, a22o_1"
  compound_area_frac: 0.2491
  synthAdderAreaFrac: 0.003134
  netlist.area_leader.share: 0.5453
  netlist_area_um2: 3993
  yosys_area_um2: 3993
  ys_sh_simple: 0.1116
  synthTopLogicFamily: "AND-OR/OR-AND gates"
  yosysTopAreaCell: "dfrtp_1"
  async_flop_share: 1.000
  avgSynthCellArea_um2: 10.97
  edf_count: 0
  ys_types: 37
critical_path:
  r2r-end: "yDelta[20]"
  arrival_ns: 2.69
  ff2ff_setup_slack_ns: 1.90
  path_class: "input pin to primary output"
  startpoint: "opCode[0]"
  reg2reg_depth: 5
  crit_fanout: 34
  required_ns: 3.60
  cp-endpoint: "delta[3]"
  cp-end-kind: "primary output"
  critPathLaunchType: "input pin"
  timing.rr.start: "clk_count[0]"
flow_run:
  tool_warnings: 25
  cap_violations: 0
finish:
  regArea_um2: 2177
  fillers: 1198
  layout-drive-gt1-share: 0.1488
  stdcell_count: 602
  area_delta_synth_final_pct: 28.49
  mi_logic_area_um2: 1669
  final_core_util: 0.4016
cts:
  postCtsSetupRepairBufs: 0
  cts-resized-gates: 0
  cts_tree: "yes"
  clk_latency_ns: 0.33
  cts_made_buffers: 9
  path_clk_slew_ns: 0.06
  numClockSinks: 87
  htreeDepth: 3
  max-clock-path-buffers: 2
  cts.hold.buffers_added: 0
  clock-root-buffer: "clkbuf_16"
global_route:
  antenna_found_initial: 0
  grt_pass1_wl_mm: 16.99
  grt_remaining_overflow: 0
  grt_pass1_vias: 3238
  grt_start_max_net_pins: 55
  grt_usage: 0.1581
timing:
  tightest_slew_ns: 0.7267
  fin_tns_setup_ns: 0
  report.final.slew_viol_count: 0
  fmax_ghz: 0.2788
  rsz0062_at_grt: "no"
  finClkSkew_ns: 0.007771
  slew_headroom: 0.5150
  min_period_over_period: 0.7970
  setup_viol: 0
  timing.final.hold_violations: 0
  period_minus_slack_ns: 3.587
pwr:
  finalPower_w: 0.001978
  p_leak_nw: 2.072
  irDropWorstVdd_mv: 0.1905
  powerDensity_nw_per_um2: 385.5
==> cell usage in the layout, fill, tap and decap left out, types with 3 or more instances in the layout <==
cell,count
dfrtp_1,87
clkdlybuf4s50_1,70
nor2_1,43
a21oi_1,33
o21ai_0,32
a22o_1,32
o221a_2,26
xnor2_1,13
xor2_1,10
clkbuf_16,9
buf_4,9
nand2_1,8
nand3_1,8
o22ai_1,6
nand4_1,5
inv_1,3
clkinvlp_4,3
==> report_power, final <==
| group | internal [W] | total (W) | leakage, nW | switching, W |
|---|---|---|---|---|
| clock | 0.000391 | 0.000700 | 0.131 | 0.000309 |
| combinational | 0.000200 | 0.000334 | 0.931 | 0.000135 |
| sequential | 0.000886 | 0.000943 | 1.01 | 0.0000572 |
| total | 0.00148 | 0.00198 | 2.07 | 0.000501 |
==> layer usage <==
layer	GRT usage	up-vias	wire length, um
li1	-	1471	-
met1	0.2379	1526	4750
met3	0.03671	9	587
met2	0.2496	93	4730
met5	0	-	0
met4	0.01055	0	84
==> registers in the layout, summed over array words and instances, names as in the netlist <==
name and count:
clk_count 23, yDelta 32, xDelta 32
==> worst max-delay path, stage by stage <==
cell	delay, ns
clkdlybuf4s50_1	0.52
nor2b_4	0.15
buf_4	0.38
a22o_1	0.25
clkdlybuf4s50_1	0.46
==> area by class of cell <==
type                       count  share of cell area
inverter                       4            0.003171
timing repair buffer          79              0.1498
tap                          172             0.04195
clock inverter                 6            0.008780
sequential                    87              0.4244
clock buffer                  10             0.04659
multi-input combinational    244              0.3254
==> worst min-delay path by stage <==
stage,start,to,slack [ns],depth (start not counted)
final,clk_count[22],clk_count[22],0.48,1
after global routing,clk_count[21],clk_count[21],0.50,1
after CTS,clk_count[22],clk_count[22],0.48,1
==> logic make-up after synthesis <==
group,after synthesis
AND-OR/OR-AND,134
XOR/XNOR,23
AND/OR/NAND/NOR,86
buffers and inverters,33
adder cells (fa/ha/maj),1
flip-flops,87
==> through the flow <==
step           worst slack (ns)  cell area (um^2)  hold slack (ns)
6_report                 0.9133              5130           0.4781
5_1_grt                  0.8427              5130           0.4967
4_1_cts                  0.9058              5130           0.4772
3_5_place_dp             0.9057              4846           0.4646
3_3_place_gp             0.9107              4846           0.4580
2_1_floorplan             1.350              3993           0.4434
Power and IR drop assume default switching activity.
