## flow/run.sh

```bash
#!/bin/bash
# OpenROAD 26Q1-2900-gdf79404cd8, Yosys 0.63+post, stock flow scripts
make -C /OpenROAD-flow-scripts/flow DESIGN_CONFIG=/design/flow/config.mk WORK_HOME=/design/flow/orfs finish
```

## flow/config.mk

```make
export PLATFORM = sky130hd
export DESIGN_NAME = SVGA_TIMING_GENERATION
export DESIGN_NICKNAME = SVGA_TIMING_GENERATION
export VERILOG_FILES = /design/flow/design.v
export SDC_FILE = /design/flow/constraint.sdc
export NUM_CORES = 4
export LEC_CHECK = 1
export CORE_AREA = 10 10 97 97
export DIE_AREA = 0 0 107 107
```

## flow/constraint.sdc

```tcl
current_design SVGA_TIMING_GENERATION

set clk_period 4.3
set clk_io_pct 0.2

create_clock -name clk0 -period $clk_period [get_ports {pixel_clock}]

set non_clock_inputs [all_inputs -no_clocks]
set_input_delay [expr $clk_period * $clk_io_pct] -clock clk0 $non_clock_inputs
set_output_delay [expr $clk_period * $clk_io_pct] -clock clk0 [all_outputs]
```

## flow/design.v

```verilog
module SVGA_TIMING_GENERATION(
    input pixel_clock,
    input reset,
    output reg h_synch,
    output reg v_synch,
    output reg blank,
    output reg [10:0] pixel_count,   
    output reg [9:0] line_count);        
    reg h_blank;                 
    reg v_blank;                 
always @ (posedge pixel_clock or posedge reset) begin
    if (reset)
        pixel_count <= 11'h000;
    else if (pixel_count == (800 - 1))
        pixel_count <= 11'h000;
    else
        pixel_count <= pixel_count +1;      
end
always @ (posedge pixel_clock or posedge reset) begin
    if (reset)
        h_synch <= 1'b0;
    else if (pixel_count == (640 + 16 -1))
        h_synch <= 1'b1;
    else if (pixel_count == (800 - 48 -1))
        h_synch <= 1'b0;
end
always @ (posedge pixel_clock or posedge reset) begin
    if (reset)
        line_count <= 10'h000;
    else if ((line_count == (524 - 1)) && (pixel_count == (800 - 1)))
        line_count <= 10'h000;
    else if ((pixel_count == (800 - 1)))
        line_count <= line_count + 1;
end
always @ (posedge pixel_clock or posedge reset) begin
    if (reset)
        v_synch = 1'b0;
    else if ((line_count == (480 + 11 -1) &&
           (pixel_count == 800 - 1))) 
        v_synch = 1'b1;
    else if ((line_count == (524 - 31 - 1)) &&
           (pixel_count == (800 - 1)))
        v_synch = 1'b0;
end
always @ (posedge pixel_clock or posedge reset) begin
    if (reset)
        h_blank <= 1'b0;
    else if (pixel_count == (640 - 2)) 
        h_blank <= 1'b1;
    else if (pixel_count == (800 - 2))
        h_blank <= 1'b0;
end
always @ (posedge pixel_clock or posedge reset) begin
    if (reset)
        v_blank <= 1'b0;
    else if ((line_count == (480 - 1) &&
           (pixel_count == 800 - 2))) 
        v_blank <= 1'b1;
    else if ((line_count == (524 - 1)) &&
           (pixel_count == (800 - 2)))
        v_blank <= 1'b0;
end
always @ (posedge pixel_clock or posedge reset) begin
    if (reset)
        blank <= 1'b0;
    else if (h_blank || v_blank)
        blank <= 1'b1;
    else
        blank <= 1'b0;
end
endmodule  
```

==> results_dict.tcl <==
# flow metrics
set metrics [dict create \
    cp_data_required_time_ns 3.44 \
    final-max-slew-violation-count 0 \
    min_period_ns 2.18 \
    core_mm2 0.00729 \
    dp_hpwl_um 2320 \
    cp_num_cells 1 \
    slowest_delay_ns 0.54 \
    drc 0 \
    max_freq_ghz 0.459 \
    hold_end "blank$_DFF_PP0_" \
    rows 31 \
    grt_max_degree 27 \
    routed-via-count 1015 \
    port_buffers 25 \
    gp_congestion 0.839 \
    insertedDiodeCount 0 \
    cts_max_path_buffers 2 \
    ys_types 36 \
    synth_seq_share 0.478 \
    syn_area_mm2 0.00136 \
    grt_usage 0.0527 \
    postSynth.asyncResetShare 1.00 \
    numCtsBuffers 3 \
    yosysTopAreaCell "dfrtp_1" \
    run_status "finished, final reports clean" \
    final-setup-viol-count 0 \
    synth.area.top_cells "dfrtp_1, xor2_1, ha_1" \
    hold_depth 1 \
    postCtsHoldBufs 0 \
    first_pass_iters 4 \
    postSynthAreaPerCell_um2 10.4 \
    grt_setup_unrepaired "no" \
    fp_util 0.187 \
    vias_per_cell 3.95 \
    reg2reg_slack_ns 2.46 \
    synth_warnings 1 \
    rr_endpoint "line_count[7]$_DFFE_PP0P_" \
    path_cells "clkdlybuf4s50_1" \
    intPower_mw 0.370 \
    postRouteAntennaNets 0 \
    worstSkewPairLatency_ns 0.26 \
    wl_um 3040 \
    layout-drive-gt1-share 0.0823 \
    cts.sinks 26 \
    top_cell_area_share 0.478 \
    tns_ns 0 \
    chipArea_mm2 0.0114 \
    crit_family "buffers and inverters" \
    warnings 28 \
    switchingPower_mw 0.0803 \
    yosys-top-cells-count "dfrtp_1, nand2_1, nor2_1" \
    ff_type "dfrtp_1" \
    most_common_cell "dfrtp_1" \
    rr_worst_depth 5 \
    min_path_type "register to register" \
    finalHoldViolCount 0 \
    cpMaxStageDelayCell "clkdlybuf4s50_1" \
    ys_ff 26 \
    ios 26 \
    wl_per_cell_um 11.8 \
    grt_pass1_vias 965 \
    die.size.y_um 107 \
    cts_resized 0 \
    wl_met2_um 1450 \
    finClkSkew_ns 0.00321 \
    worstMarginPinSlew_ns 0.433 \
    fillCellCount 820 \
    synth_chip_area_mm2 0.00136 \
    max_slew_margin 0.711 \
    die_x_um 107 \
    cts_root_buf "clkbuf_8" \
    dr.first_iter.drc_count 37 \
    yosys_cells 131 \
    placed_area_mm2 0.00171 \
    layout.cells.non_filler 257 \
    cellLeakagePower_nw 0.781 \
    top_layer_used "met4" \
    syn-instance-count 131 \
    holdCritStartpoint "v_blank$_DFFE_PP0P_" \
    area_growth_pct 31.0 \
    design_area_mm2 0.00179 \
    met3_length_um 149 \
    place_ws_ns 2.41 \
    cp.arrival_ns 1.32 \
    seq_power_share 0.542 \
    edf_count 0 \
    postCtsSetupBuffers 0 \
    cap_violations 0 \
    grt.overflow.total 0 \
    critPathMaxFanout 8 \
    pwr-share-comb 0.014 \
    h-tree-depth 1 \
    worst_slack_ns 2.12 \
    clkTransAtPathRegs_ns 0.09 \
    grt_pass1_wl_um 5060 \
    critPathKind "register to output pin" \
    post-route-period-util 0.506 \
    placed_cells 253 \
    antenna_found_initial 0 \
    peakVddDrop_uv 146 \
    cp_num_buf_inv 1 \
    cp-end-kind "output pin" \
    whs_ns 0.466 \
    netSwitchingFraction 0.178 \
    critPathLaunchType "register" \
    power_density_mw_per_mm2 252 \
    power_frac_clock 0.444 \
    r2r_start "pixel_count[0]$_DFF_PP0_" \
    cts_tree "yes" \
    wl_met1_um 1390 \
]
## worst max-delay path by stage
stage     slack [ns]                      from             end
6_report        2.12  pixel_count[7]$_DFF_PP0_  pixel_count[7]
5_1_grt         2.05  pixel_count[6]$_DFF_PP0_  pixel_count[6]
4_1_cts         2.10  pixel_count[7]$_DFF_PP0_  pixel_count[7]
## per-layer routing
metal / global-route usage / up-vias
li1: - / 528
met1: 0.0726 / 473
met2: 0.0838 / 12
met3: 0.0121 / 2
met4: 0.00870 / 0
met5: 0 / -
## state kept, by name, summed over array words and instances (netlist names)
name / count
h_blank: 1
pixel_count: 11
blank: 1
v_synch: 1
h_synch: 1
v_blank: 1
line_count: 10
## final cells by class
class                   instances  area (µm²)  share of cell area
multi-input cells              94         652               0.365
inverters                       8        30.0              0.0168
flip-flops and latches         26         651               0.364
well taps                      99         124              0.0694
clock buffers                   3        41.3              0.0231
clock inverters                 1        30.0              0.0168
repair buffers                 26         258               0.144
## cells by family (layout without fill, tap and decap cells)
| kind of cell | count (synthesis) | in the layout | synth area share |
|---|---|---|---|
| muxes | 1 | 1 | 0.00735 |
| DFF | 26 | 26 | 0.477 |
| and+or+nand+nor | 58 | 58 | 0.260 |
| AOI/OAI and AO/OA | 19 | 19 | 0.0946 |
| adders and majority gates | 5 | 5 | 0.0459 |
| buffers and inverters | 11 | 38 | 0.0441 |
| xor gates and xnor gates | 11 | 11 | 0.0707 |
## power by group through the flow
stage / registers, mW / clock network [mW] / logic [mW]
after CTS: 0.244 / 0.209 / 0.00715
after global routing: 0.244 / 0.221 / 0.00771
final: 0.244 / 0.200 / 0.00629
## cell usage in the layout (no fill, tap or decap), drive strengths merged, types with 3 or more instances in the layout
cell           instances
or2                    3
inv                    8
dfrtp                 26
xnor2                  3
clkdlybuf4s50         25
ha                     5
nand3                  8
nand4                  6
nor3                   5
nand2                 10
and3                   4
and4                   3
o31ai                  5
clkbuf                 3
nor2                   9
o21ai                  7
xor2                   8
## through the flow
| stage | power [mW] | util |
|---|---|---|
| floorplan | 0.253 | - |
| global placement | 0.256 | 0.235 |
| detailed placement | 0.256 | 0.235 |
| CTS | 0.460 | 0.245 |
| global route | 0.473 | 0.245 |
| finish | 0.450 | 0.245 |
No activity file was given, so power comes from the tool's default toggle rates.
